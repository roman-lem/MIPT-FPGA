===== config.mk =====
export PLATFORM = sky130hd
export DESIGN_NAME = fir
export DESIGN_NICKNAME = fir
export VERILOG_FILES = /design/flow/design.v
export SDC_FILE = /design/flow/constraint.sdc
export NUM_CORES = 4
export LEC_CHECK = 1
export CORE_UTILIZATION = 40

===== constraint.sdc =====
current_design fir

set clk_period 21.5
set clk_io_pct 0.2

create_clock -name clk0 -period $clk_period [get_ports {clk}]

set non_clock_inputs [all_inputs -no_clocks]
set_input_delay [expr $clk_period * $clk_io_pct] -clock clk0 $non_clock_inputs
set_output_delay [expr $clk_period * $clk_io_pct] -clock clk0 [all_outputs]

===== design.v =====
module fir(clk, rst, in, out);
    parameter WIDTH = 16;
    input [WIDTH-1:0] in;
    input clk, rst;
    output reg [WIDTH-1:0] out;
    reg [WIDTH-1:0] hold1 = 0;
    reg [WIDTH-1:0] hold2 = 0;
    always @(posedge clk) begin
        if(rst) begin
            hold1 = 0;
            hold2 = 0;
        end
        else begin
            out = hold1/3 + hold2/3 + in/3;
            hold2 = hold1;
            hold1 = in;
        end
    end
endmodule

===== run.sh =====
#!/bin/bash
# OpenROAD 26Q1-2900-gdf79404cd8, Yosys 0.63+post, stock flow scripts
make -C /OpenROAD-flow-scripts/flow DESIGN_CONFIG=/design/flow/config.mk WORK_HOME=/design/flow/orfs finish

==> flow_summary.html <==
<h3>Flow metrics</h3>
<table>
<tr><th>Metric</th><th>Value</th></tr>
<tr><th colspan="2">Run status</th></tr>
<tr><td>Status</td><td>finished clean</td></tr>
<tr><th colspan="2">CTS</th></tr>
<tr><td>Cts repair resizes</td><td>0</td></tr>
<tr><td>Num CTS Buffers</td><td>5</td></tr>
<tr><td>H-tree lvl count</td><td>2</td></tr>
<tr><td>Maximum number of buffers from clock root to sink</td><td>2</td></tr>
<tr><td>Clock latency on the worst-skew pair</td><td>0.29 ns</td></tr>
<tr><td>Sink Count</td><td>48</td></tr>
<tr><td>Clock slew at reported path FFs</td><td>around 0.070 ns</td></tr>
<tr><td>CTS tree</td><td>built</td></tr>
<tr><td>Hold buffers post-CTS</td><td>0</td></tr>
<tr><td>Post-CTS Repair Setup Buffers</td><td>0</td></tr>
<tr><td>Clock root buffer</td><td>sky130_fd_sc_hd__clkbuf_16</td></tr>
<tr><th colspan="2">Logic synthesis</th></tr>
<tr><td>Number of distinct library cells after synthesis</td><td>approximately 110</td></tr>
<tr><td>Post-synthesis cell type with the largest combined area</td><td>sky130_fd_sc_hd__dfxtp_1</td></tr>
<tr><td>Netlist Area Pre-Place</td><td>0.00875 mm2</td></tr>
<tr><td>Yosys top cell by instances</td><td>sky130_fd_sc_hd__nor2_1</td></tr>
<tr><td>Sequential element share of the synthesized area</td><td>12.8%</td></tr>
<tr><td>Count of flip-flops with a built-in enable after synthesis</td><td>16</td></tr>
<tr><td>Synthesized area per cell</td><td>6.90 um2</td></tr>
<tr><td>Top cells by instance count after synthesis</td><td>sky130_fd_sc_hd__nor2_1 (130), sky130_fd_sc_hd__a21oi_1 (108), sky130_fd_sc_hd__nand2_1 (104), sky130_fd_sc_hd__o21ai_0 (87), sky130_fd_sc_hd__inv_1 (76)</td></tr>
<tr><td>Register bit total from synthesis</td><td>48</td></tr>
<tr><td>Proportion of synthesized flip-flops having asynchronous set or reset</td><td>0%</td></tr>
<tr><td>Gate Count Post-Synth</td><td>1268</td></tr>
<tr><td>Top cells, area</td><td>sky130_fd_sc_hd__dfxtp_1 (7.3%), sky130_fd_sc_hd__a21oi_1 (6.2%), sky130_fd_sc_hd__nor2_1 (5.6%), sky130_fd_sc_hd__edfxtp_1 (5.5%), sky130_fd_sc_hd__o21ai_0 (5.0%)</td></tr>
<tr><td>Warning count from the yosys run</td><td>1</td></tr>
<tr><td>Chip area line of the yosys report</td><td>between 0.008 and 0.009 mm2</td></tr>
<tr><td>Yosys Instances</td><td>1268</td></tr>
<tr><td>Area share, top type</td><td>7.32%</td></tr>
<tr><td>Most common flop cell mapped by yosys</td><td>sky130_fd_sc_hd__dfxtp_1</td></tr>
<tr><th colspan="2">Placement</th></tr>
<tr><td>Placed wire-length estimate after detailed placement</td><td>18.4 mm</td></tr>
<tr><td>Buffers added on ports</td><td>33</td></tr>
<tr><td>Routability congestion estimate</td><td>0.943</td></tr>
<tr><td>Placement Cell Area</td><td>a little over 0.009 mm2</td></tr>
<tr><th colspan="2">Pwr</th></tr>
<tr><td>Power share of the sequential group</td><td>19.8%</td></tr>
<tr><td>Power spent charging and discharging nets</td><td>334 uW</td></tr>
<tr><td>Combinational share of power</td><td>68.6%</td></tr>
<tr><td>Tot Pwr</td><td>729 uW</td></tr>
<tr><td>Power per standard cell area</td><td>78.6 mW/mm2</td></tr>
<tr><td>Relative contribution of the clock network to total power</td><td>11.6%</td></tr>
<tr><td>Peak VDD IR</td><td>0.0000404 V</td></tr>
<tr><td>Leakage</td><td>0.00351 uW</td></tr>
<tr><td>Internal cell power</td><td>395 uW</td></tr>
<tr><td>Switching share of power</td><td>45.8%</td></tr>
<tr><th colspan="2">Global route</th></tr>
<tr><td>GRT Util Overall</td><td>between 20% and 30%</td></tr>
<tr><td>Vias in the first global route</td><td>8050</td></tr>
<tr><td>Remaining global-route overflow</td><td>0</td></tr>
<tr><td>Pin count of the biggest net entering global routing</td><td>35</td></tr>
<tr><td>First-pass GRT wire length</td><td>40.7 mm</td></tr>
<tr><td>Number of antenna violations at the first check in global routing</td><td>0</td></tr>
<tr><th colspan="2">Route</th></tr>
<tr><td>Number of antenna-violating nets in the routed design</td><td>0</td></tr>
<tr><td>Number of optimization iterations in the first detailed-route pass</td><td>5</td></tr>
<tr><td>Vias/cell</td><td>roughly 6.2</td></tr>
<tr><td>Antenna Cells</td><td>0</td></tr>
<tr><td>WL final</td><td>24.8 mm</td></tr>
<tr><td>Number of remaining DRC errors</td><td>0</td></tr>
<tr><td>Drt wl/cell</td><td>16.5 um</td></tr>
<tr><td>Routed vias</td><td>9308</td></tr>
<tr><td>Starting DRT DRC Count</td><td>960</td></tr>
<tr><th colspan="2">Worst setup path</th></tr>
<tr><td>Start point of the critical path</td><td>in[15]</td></tr>
<tr><td>Cell with the most instances on the worst path</td><td>sky130_fd_sc_hd__a21oi_1</td></tr>
<tr><td>Max Fanout on Critical Path</td><td>17</td></tr>
<tr><td>R2r startpoint</td><td>hold1[14]</td></tr>
<tr><td>Slowest cell on the critical path</td><td>sky130_fd_sc_hd__clkdlybuf4s50_1</td></tr>
<tr><td>Kind of critical path</td><td>in2reg</td></tr>
<tr><td>Kind of start point of the critical path</td><td>primary input</td></tr>
<tr><td>Required time of the critical path</td><td>21.55 ns</td></tr>
<tr><td>Type of element capturing the critical path</td><td>register</td></tr>
<tr><td>Largest stage delay, worst path</td><td>roughly 0.75 ns</td></tr>
<tr><td>Crit path arrival time</td><td>15.08 ns</td></tr>
<tr><th colspan="2">Flow run</th></tr>
<tr><td>Warning total across the stage logs</td><td>25</td></tr>
<tr><td>Count of maximum capacitance violations</td><td>0</td></tr>
<tr><th colspan="2">STA</th></tr>
<tr><td>Unrepaired setup endpoints after global routing</td><td>no</td></tr>
<tr><td>Hold violation count in the final report</td><td>0</td></tr>
<tr><td>Summed negative setup slack over all endpoints</td><td>0 ns</td></tr>
<tr><td>Clock Skews</td><td>0.00677 ns</td></tr>
<tr><td>Final number of setup-violating endpoints</td><td>0</td></tr>
<tr><td>Portion of the clock cycle consumed by the worst path in the final layout</td><td>69.9%</td></tr>
<tr><td>Tightest Pin Transition</td><td>~0.85 ns</td></tr>
<tr><td>Worst slew margin relative to its limit</td><td>43.0%</td></tr>
<tr><td>Time the worst path needs with I/O delays and setup</td><td>15.03 ns</td></tr>
<tr><td>Max-slew violation count</td><td>0</td></tr>
<tr><td>Highest attainable clock frequency</td><td>approximately 67 MHz</td></tr>
<tr><th colspan="2">Cells and area</th></tr>
<tr><td>Synth-to-Final Area Change</td><td>6.04%</td></tr>
<tr><td>Fraction of final layout cells with drive strength greater than 1</td><td>between 6 and 7%</td></tr>
<tr><td>Post-layout instance area</td><td>between 0.009 and 0.01 mm2</td></tr>
<tr><th colspan="2">Die</th></tr>
<tr><td>Die x size</td><td>150 um</td></tr>
<tr><td>Initial core utilization</td><td>41.2%</td></tr>
<tr><td>Placeable core region</td><td>about 0.021 mm2</td></tr>
<tr><td># rows</td><td>53</td></tr>
<tr><td>Die height</td><td>150 um</td></tr>
<tr><td>Overall chip area</td><td>0.0225 mm2</td></tr>
<tr><td>I/O pin count</td><td>34</td></tr>
<tr><th colspan="2">Hold path</th></tr>
<tr><td>Hold path startpoint</td><td>hold1[0]</td></tr>
<tr><td>Path category of the worst min-delay check</td><td>reg2reg</td></tr>
</table>
-- sequential cells by signal, summed over array words and instances, names as in the netlist --
| name | cells |
|---|---|
| out | 16 |
| hold1 | 16 |
| hold2 | 16 |
-- area by class of cell --
cell class	count	area, um2
inverter	85	319
sequential	48	1120
multi-input combinational	1047	6940
timing repair buffer	41	390
clock buffer	7	154
clock inverter	1	5.00
fill	2154	11900
tap	275	344
-- kinds of logic after synthesis --
family,count (synthesis),synth area share (%)
flops,48,12.8
mux,19,2.43
compound gates,459,37.4
buf+inv,173,7.88
fa+ha+maj,37,6.64
xor+xnor,46,4.61
simple gates,486,28.3
-- critical path, delay by kind of cell --
family,cells,cell delay [ns]
AOI/OAI and AO/OA,24,5.27
and+or+nand+nor,9,2.28
adders and majority gates,5,1.52
buffers and inverters,5,1.10
xor gates and xnor gates,2,0.46
muxes,1,0.16
-- worst paths after layout --
path | slack, ns | cells past startpoint | end
worst min-delay path | 0.55 | 1 | hold2[0]
worst max-delay path | 6.47 | 46 | out[15]
worst min register to register | 0.55 | 1 | hold2[0]
worst max register to register | 9.51 | 44 | out[15]
-- power by group through the flow --
stage	sequential, uW	clock [uW]	combinational (uW)
6_report	144	84.4	500
5_1_grt	147	89.3	564
4_1_cts	144	85.7	502
-- cell usage in the layout, fill, tap and decap left out, types with 9 or more instances in the layout --
master	n
sky130_fd_sc_hd__nor4_1	11
sky130_fd_sc_hd__nor3_1	43
sky130_fd_sc_hd__o211ai_1	16
sky130_fd_sc_hd__a21o_1	10
sky130_fd_sc_hd__a211o_1	9
sky130_fd_sc_hd__ha_1	20
sky130_fd_sc_hd__inv_1	76
sky130_fd_sc_hd__nor2_1	128
sky130_fd_sc_hd__edfxtp_1	16
sky130_fd_sc_hd__nand2b_1	13
sky130_fd_sc_hd__a21oi_1	108
sky130_fd_sc_hd__and3_1	15
sky130_fd_sc_hd__xor2_1	15
sky130_fd_sc_hd__o32ai_1	9
sky130_fd_sc_hd__o21ai_0	87
sky130_fd_sc_hd__a211oi_1	17
sky130_fd_sc_hd__or3_1	23
sky130_fd_sc_hd__o22ai_1	12
sky130_fd_sc_hd__mux2i_1	13
sky130_fd_sc_hd__o21a_1	10
sky130_fd_sc_hd__o221ai_1	10
sky130_fd_sc_hd__xnor2_1	31
sky130_fd_sc_hd__nand3_1	42
sky130_fd_sc_hd__clkdlybuf4s50_1	33
sky130_fd_sc_hd__fa_1	16
sky130_fd_sc_hd__nand2_1	104
sky130_fd_sc_hd__a31oi_1	28
sky130_fd_sc_hd__dfxtp_1	32
sky130_fd_sc_hd__and2_1	11
sky130_fd_sc_hd__nor2b_1	27
-- per-layer routing --
metal / wire length [um] / global-route usage [%] / vias up
met5: 0 / 0 / -
met4: 418 / 3.38 / 0
met3: 1240 / 1.83 / 23
met2: 11400 / 35.7 / 282
met1: 11700 / 34.6 / 4335
li1: - / - / 4668
-- metrics by stage --
step                      hold WS (ns)  worst slack (ns)  utilization, %  instances
after floorplan                  0.480              8.48               -       1268
after global placement           0.531              6.41            43.0       1496
after detailed placement         0.534              6.14            43.0       1496
after CTS                        0.548              6.48            43.7       1504
after global routing             0.570              5.63            43.7       1504
final                            0.554              6.47            43.7       1504
No activity file was given, so power comes from the tool's default toggle rates.
